==> ./design.v <==
module EchoFilter
(
input rst,
input AUDIO_CLK, 
input AUD_DACLRCK, 
input [31:0]currentADCData,
output reg [31:0]echoFilterOutput
);
reg [31:0]lastAudioIn;
wire signed [31:0]leftAudio = {{16{currentADCData[31]}}, currentADCData[31:16]};
wire signed [31:0]leftLastInput = {{16{lastAudioIn[31]}}, lastAudioIn[31:16]};
reg signed [31:0]leftResult;
wire signed [31:0]rightAudio = {{16{currentADCData[15]}}, currentADCData[15:0]};
wire signed [31:0]rightLastInput = {{16{lastAudioIn[15]}}, lastAudioIn[15:0]};
reg signed [31:0]rightResult;
always @ (*)
begin
	leftResult = (($signed(32'd3) * $signed(leftLastInput)) / $signed(32'd4)) + $signed(leftAudio) ;
	rightResult = (($signed(32'd3) * $signed(rightLastInput)) / $signed(32'd4)) + $signed(rightAudio);
	echoFilterOutput[31:16] = leftResult[15:0];
	echoFilterOutput[15:0] =  rightResult[15:0];
end
always @ (posedge AUDIO_CLK or negedge rst)
begin	
	if(rst == 0)
		lastAudioIn <= 32'd0;
	else 
		if(AUD_DACLRCK == 1'b1)
			lastAudioIn <= currentADCData;
end
endmodule
==> ./run.sh <==
#!/bin/bash
# OpenROAD 26Q1-2900-gdf79404cd8, Yosys 0.63+post, stock flow scripts
make -C /OpenROAD-flow-scripts/flow DESIGN_CONFIG=/design/flow/config.mk WORK_HOME=/design/flow/orfs finish
==> ./config.mk <==
export PLATFORM = sky130hd
export DESIGN_NAME = EchoFilter
export DESIGN_NICKNAME = EchoFilter
export VERILOG_FILES = /design/flow/design.v
export SDC_FILE = /design/flow/constraint.sdc
export NUM_CORES = 4
export LEC_CHECK = 1
export CORE_UTILIZATION = 30
==> ./constraint.sdc <==
current_design EchoFilter

set clk_period 11.9
set clk_io_pct 0.2

create_clock -name clk0 -period $clk_period [get_ports {AUDIO_CLK}]

set non_clock_inputs [all_inputs -no_clocks]
set_input_delay [expr $clk_period * $clk_io_pct] -clock clk0 $non_clock_inputs
set_output_delay [expr $clk_period * $clk_io_pct] -clock clk0 [all_outputs]
==> reports/notes.md <==
In the synthesized netlist, the cells that appear most often are sky130_fd_sc_hd__ha_1, sky130_fd_sc_hd__nor2_1, sky130_fd_sc_hd__a21oi_1, sky130_fd_sc_hd__inv_1, sky130_fd_sc_hd__mux2_2. The share of synthesized area occupied by flip-flops and latches was 0.1813. The run gives 32 for the total number of clock tree sinks. According to the floorplan report, the placeable core area is 14100 um^2. The run gives 5 as the number of buffers created by CTS. Initial core utilization: 0.3134.

With the number of warning messages in the logs at 27, the length of the first detailed-routing pass in iterations is 4. Kind of cell adding the most delay to the critical path: buffers and inverters. For reference, the clock transition at the flip-flops on the worst setup and hold paths is 50 ps. The number of flip-flops under the largest register name was 32; the number of buffers inserted by post-CTS setup repair was 0.

The number of maximum-capacitance violations recorded for the run is 0. For this design the ratio of total power to cell area is 203.9 nW/um^2. In this run the tool buffered the top-level ports with 66 buffer cells. The wire length of the first global-routing pass was 16530 um. The post-CTS resize count is 0, and the flop and latch count out of synthesis is 32. The remaining global-route overflow was 0. Subtracting the final worst setup slack from the clock period gives 8197 ps. TritonCTS built the clock tree.

The headroom to the max-slew limit came out at 0.5677. The run gives 0 as the remaining routing DRC violations. The final layout report lists a filler cell count of 1397. Among all stages on the critical path, the maximum delay recorded is 510 ps. The count of warnings emitted by yosys came out at 1. The number of buffers on the longest clock path was 2. For the worst clock skew, the log shows 0 ps.

The H-tree generated during clock tree synthesis spans 2 levels. The share of layout cells above drive strength 1 was 0.08834. The most common cell in the synthesized netlist is sky130_fd_sc_hd__ha_1. The maximum vdd ir drop came out at 0.0001182 V. The floorplan step set the die width to 123.4 um. Traced cell by cell, the critical path runs through clkdlybuf4s50_1, inv_1, fa_1, fa_1, nor2b_1, o21ai_0, a21boi_1, o41ai_1, o21a_1, or4_1, nand3_1, clkdlybuf4s50_1. Once iteration 0 of detailed routing completed, the report listed 131 DRC markers. The classification of the worst setup path is input port to primary output. The final count of hold timing violations came out at 0. The class of the tightest hold or removal check was flop to flop. The pin closest to its max-slew limit shows a slew of 640.0 ps.

The logs give 0.3866 for the final standard cell utilization of the core and 0 for the number of antenna violations at the first check in global routing. The worst setup path is captured at a primary output. For the data required time of the worst path, the log shows 9520 ps. STA classifies the critical path startpoint as an input port. Number of placement rows: 43.

In this run the layout overhead on the synthesized area is reported as 23.34%. The maximum net fanout on the critical path was 3; the number of routed nets with antenna violations was 0. Each instance of the synthesized netlist takes up on average 8.889 um^2. The logs give 3703 ps for the setup slack after layout and 33 for the pin count of the biggest net entering global routing.

At the later pin of the worst-skew pair, clock insertion delay measures 280 ps. The number of hold buffers added after cts is 0. Setup violations remaining at the end of the flow were counted as 0. With the top cell type's share of synthesized area at 0.2436, the total routing resource utilization after global routing is 0.1373. The run gives 4418 um^2 for the netlist area before placement. Counting flops with a built-in enable in the synthesized netlist gives 0. The flow ran to the end, and the final reports show no timing, DRC or antenna violations.

The detailed-placement wirelength estimate is 7855 um. Derived from the worst setup path, the maximum achievable clock frequency is 0.1220 GHz. The run gives 3723 as the number of vias after detailed routing. After detailed routing, the number of vias per cell comes to 4.991. Setup total negative slack on the finished layout was measured at 0 ps. Summed over all instances, the cell type with the most area after synthesis is sky130_fd_sc_hd__ha_1.

The number of global-route vias before repair was 3657; the die boundary height was 123.4 um. The run gives 0.6888 for the share of the clock period used by the worst path. The run gives 497 for the number of instances in the synthesized netlist. The largest individual stage delay along the critical path comes from the cell sky130_fd_sc_hd__clkdlybuf4s50_1. Per the post-run analysis, buffers plus inverters along the critical path come to 3. The die covers 15220 um^2. Routed length per instance: 13.00 um. The largest registers in the layout are lastAudioIn: 32 flops. Data arrives at the worst endpoint at 5820 ps.

With the routability congestion estimate at 0.8466, the number of slew-limit violations in the final report is 0. Counting flops per register, the top entry is lastAudioIn. For reference, the top cells by area after synthesis are sky130_fd_sc_hd__ha_1, sky130_fd_sc_hd__dfrtp_1, sky130_fd_sc_hd__mux2_2.

The tree is rooted in a sky130_fd_sc_hd__clkbuf_16. The most used flip-flop cell after synthesis was sky130_fd_sc_hd__dfrtp_1. Wires add up to 9701 um. The synthesized netlist contains 53 unique library cells. Cell total in the yosys stat output: 497. Before CTS, the worst setup slack after placement is 3702 ps. The Yosys chip area was 4418 um^2; the share of flip-flops with an asynchronous set or reset was 1.000. The leakage component of the power was reported as 2.426 nW. Setup repair after global routing left no endpoint under its margin. The repair_antennas step left the layout with diodes totalling 0. Pin placement for this block handled 67 I/O pins.
[placed cells by master (no fill, tap or decap), drive strengths merged, types with 6 or more instances in the layout]
cell type / count
a211oi: 6
a21o: 14
a21oi: 35
a31oi: 6
clkbuf: 7
clkdlybuf4s50: 66
dfrtp: 32
fa: 6
ha: 86
inv: 34
mux2: 33
nand2: 19
nand2b: 8
nand3: 8
nor2: 38
nor2b: 13
nor3: 14
o21a: 11
o21ai: 29
xnor2: 31
xor2: 14
[where the power goes]
| part | switching, mW | internal (mW) | total (mW) |
|---|---|---|---|
| sequential | 0.0106 | 0.120 | 0.130 |
| clock | 0.0506 | 0.0879 | 0.139 |
| combinational | 0.359 | 0.483 | 0.842 |
| total | 0.421 | 0.690 | 1.11 |
[worst paths after layout]
kind	slack (ps)	cells after the start	to	start
max	3700	12	echoFilterOutput[30]	currentADCData[16]
min	530	1	lastAudioIn[0]	lastAudioIn[0]
max reg2reg	11040	1	lastAudioIn[15]	lastAudioIn[15]
min reg2reg	530	1	lastAudioIn[0]	lastAudioIn[0]
max in group asynchronous	9040	2	lastAudioIn[28]	rst
min in group asynchronous	2510	2	lastAudioIn[26]	rst
[routing by layer]
metal	up-vias	wire length, um	part of all wire	track usage
met5	-	0	0	0
met3	7	300	0.031	0.01601
met2	52	4714	0.49	0.2469
li1	1964	-	-	-
met4	0	62	0.0064	0.008283
met1	1700	4623	0.48	0.1846
[metrics by stage]
| step | hold WS (ps) | std cells | power, mW | instance area (um^2) |
|---|---|---|---|---|
| after global routing | 562.5 | 746 | 1.234 | 5449 |
| after detailed placement | 524.0 | 739 | 0.9773 | 5296 |
| final | 528.9 | 746 | 1.111 | 5449 |
| after CTS | 539.8 | 746 | 1.128 | 5449 |
| after global placement | 534.2 | 739 | 0.9742 | 5296 |
| after floorplan | 487.1 | 497 | 0.6333 | 4418 |
[logic make-up after synthesis]
kind of cell               count (synthesis)  share of synthesized area
DFF                                       32                     0.1813
adders and majority gates                 92                     0.2707
AOI/OAI and AO/OA                        135                     0.2011
and+or+nand+nor                          119                     0.1374
muxes                                     34                    0.08638
buffers and inverters                     40                    0.03398
xor gates and xnor gates                  45                    0.08921
[area by class of cell]
cell class	instances	area, um^2	share of cell area
inverter	34	127.6	0.02342
multi-input combinational	425	3467	0.6363
timing repair buffer	68	675.6	0.1240
tap	180	225.2	0.04133
clock buffer	7	152.6	0.02801
sequential	32	800.8	0.1470
Power figures rest on the tool's default switching activity, not on a simulated workload.
